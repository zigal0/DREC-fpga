### flow/design.v
module hex_display (
	input clk,
	input [15:0] data,
	output [3:0] enpos,
	output [7:0] seg
);
reg [12:0] cnt;
always @(posedge clk) begin
	if(cnt == 5000)
		cnt <= 0;
	else
		cnt <= cnt + 1;
end
assign divided_clk = (cnt == 0);
reg [1:0] i = 2'h0;
wire [3:0] curData = data[i * 4 +: 4];
assign enpos = (4'b1 << i);
hex_to_seg hex_to_seg(.data(curData), .seg(seg));
always @(posedge divided_clk) begin
	i <= i + 1'h1;
end
endmodule
module hex_to_seg (
	input [3:0] data,
	output reg [7:0] seg
);
always @(*) 
begin
	case(data)
		4'h0: seg = 8'b11111100;
		4'h1: seg = 8'b01100000;
		4'h2: seg = 8'b11011010;
		4'h3: seg = 8'b11110010;
		4'h4: seg = 8'b01100110;
		4'h5: seg = 8'b10110110;
		4'h6: seg = 8'b10111110;
		4'h7: seg = 8'b11100000;
		4'h8: seg = 8'b11111110;
		4'h9: seg = 8'b11110110;
		4'hA: seg = 8'b11101110;
		4'hB: seg = 8'b00111110;
		4'hC: seg = 8'b10011100;
		4'hD: seg = 8'b01111010;
		4'hE: seg = 8'b10011110;
		4'hF: seg = 8'b10001110;
	endcase
end
endmodule
module spi_master(
	input clk,
	input miso,
	output mosi
);
reg [7:0] test = 8'hff;
reg my_mosi = 1'b0;
assign mosi = my_mosi;
always @(posedge clk) begin
	my_mosi <= test[7];
	test <= (test << 1) | miso;
end
endmodule
module spi_slave(
	input clk,
	input mosi,
	output miso,
	output [15:0] data
);
reg [7:0] test = 8'h0;
reg my_miso = 1'b0;
assign data = {test, 8'h0};
assign miso = my_miso;
always @(posedge clk) begin
	my_miso <= test[7];
	test <= (test << 1) | mosi;
end
endmodule
module top(
    input CLK,
    output DS_EN1, DS_EN2, DS_EN3, DS_EN4,
    output DS_A, DS_B, DS_C, DS_D, DS_E, DS_F, DS_G, DS_DP
);
reg [25:0] cnt = 0;
always @(posedge CLK) begin
	if(cnt[25] == 1)
		cnt <= 0;
	else
		cnt <= cnt + 1;
end
wire new_clk = (cnt == 0);
wire [15:0] data;
spi_master master(.clk(new_clk), .miso(miso), .mosi(mosi));
spi_slave slave(.clk(new_clk), .mosi(mosi), .miso(miso), .data(data));
wire [3:0] enpos;
assign {DS_EN1, DS_EN2, DS_EN3, DS_EN4} = ~enpos;
wire [7:0] seg;
assign {DS_A, DS_B, DS_C, DS_D, DS_E, DS_F, DS_G, DS_DP} = seg;
hex_display hex_display(.clk(CLK), .data(data), .enpos(enpos), .seg(seg));
endmodule
### flow/run.sh
#!/bin/bash
# OpenROAD 26Q1-2900-gdf79404cd8, Yosys 0.63+post, stock flow scripts
make -C /OpenROAD-flow-scripts/flow DESIGN_CONFIG=/design/flow/config.mk WORK_HOME=/design/flow/orfs finish
### flow/config.mk
export PLATFORM = sky130hd
export DESIGN_NAME = top
export DESIGN_NICKNAME = top
export VERILOG_FILES = /design/flow/design.v
export SDC_FILE = /design/flow/constraint.sdc
export NUM_CORES = 4
export LEC_CHECK = 1
export CORE_UTILIZATION = 50
### flow/constraint.sdc
current_design top

set clk_period 3.2
set clk_io_pct 0.2

create_clock -name clk0 -period $clk_period [get_ports {CLK}]

set non_clock_inputs [all_inputs -no_clocks]
set_input_delay [expr $clk_period * $clk_io_pct] -clock clk0 $non_clock_inputs
set_output_delay [expr $clk_period * $clk_io_pct] -clock clk0 [all_outputs]
==> impl_metrics.csv <==
group,metric,value,unit
status,status,"finished clean",
setup_path,crit_path_start_kind,"flop",
global_route,grt_pass1_vias,1732,
setup_path,crit_fanout,12,
setup_path,critical_path_class,"flop to flop",
floorplanning,fp_util,0.535,
synth,yosys.stat.chipArea,0.00261,mm^2
power,p_per_area,293,mW/mm^2
global_route,grt_use_total,0.174,
setup_path,path_depth,4,
final_timing,setup_viol,0,
synth,async_flop_share,0,
min_path,hold_path_depth,1,
clock_network,clkLatencyLatePin,0.28,ns
synth,largest_area_cell,"dfxtp_1",
drt,post_drt_via_cell_ratio,5.42,
global_route,grt_pass1_wl,7450,um
placed_design,hpwlAfterDp,3040,um
drt,insertedDiodeCount,0,
clock_network,cts_buffers,5,
setup_path,slowest_stage,"or4_1",
floorplanning,coreArea,0.00488,mm^2
power,leakagePower,1.19,nW
drt,drcViolationCount,0,
floorplanning,rows,25,
power,power,0.838,mW
clock_network,cts_resized,0,
setup_path,slowest_delay,0.61,ns
synth,synthCells,279,
finish,layout_top_cell,"dfxtp_1",
synth,edf_count,0,
setup_path,reg2reg_depth,4,
floorplanning,fp.dieH,74.3,um
placed_design,portBuffers,11,
clock_network,h-tree-depth,2,
final_timing,setup_tns,0,ns
drt,drtIter0Drc,94,
final_timing,slew_viol_final,0,
final_timing,finalClockPeriodUsage,0.591,
drt,wl,4330,um
clock_network,ctsRootBufferMaster,"clkbuf_8",
synth,yosys_cells,279,
finish,area_growth,9.44,%
global_route,antenna_found_initial,0,
drt,routedWlPerCell,12.2,um
setup_path,crit_path_end_kind,"flop",
finish,fillers,447,
synth,synth_top_area_share,0.453,
final_timing,rsz0062_at_grt,"false",
finish,layout_top_cells,"59 x dfxtp_1, 23 x nor2_1, 17 x nand3_1, 16 x inv_1, 15 x ha_1",
min_path,hold_class,"flop to flop",
power,vdd_drop_max,0.249,mV
clock_network,clkTransAtPathRegs,0.07,ns
final_timing,untimed_endpoints,31,
drt,vias,1920,
synth,ys_top_cells_by_area,"dfxtp_1 45%, ha_1 7.2%, xnor2_1 3.7%, xor2_1 3.4%, nor2_1 3.3%",
setup_path,required,3.41,ns
clock_network,cts_tree,"built",
global_route,grt_max_degree,28,
clock_network,clock_path_buffers,2,
job,tool_warnings,36,
synth,ys.warnings.count,8,
final_timing,hold_viol_final,0,
synth,numSynthFlops,59,
drt,drt.antenna.violating_nets,0,
drt,first_pass_iters,4,
setup_path,crit_chain,"ha_1, nand3_1, or4_1, a21oi_1",
job,cap_violations,0,
floorplanning,io_pins,13,
clock_network,cts-hold-fix-buffers,0,
clock_network,post-cts-setup-buffer-count,0,
final_timing,unclocked_regs,20,
synth,synth_cell_types,40,
setup_path,crit_family,"simple AND/OR/NAND/NOR gates",
final_timing,fmax,529,MHz
placed_design,gp_congestion,0.824,
finish,drive_gt1_frac,0.0592,
setup_path,worst-path-buf-inv,0,
synth,ff_type,"dfxtp_1",
synth,syn-cell-area,0.00261,mm^2
final_timing,skew,0.00397,ns
setup_path,r2r_slack,1.31,ns
synth,ys_seq_frac,0.453,
floorplanning,dieWidth,74.3,um
final_timing,period_needed,1.89,ns
synth,avgSynthCellArea,9.35,um^2
floorplanning,dieArea,0.00551,mm^2
setup_path,crit_arrival,2.11,ns
global_route,grt-ovfl-total,0,
## area by class of cell
cell class                 instances  area [um^2]  area share
multi-input combinational        191         1310       0.457
clock buffer                       8          100      0.0350
timing repair buffer              13          125      0.0438
sequential                        59         1180       0.413
inverter                          16         60.1      0.0210
tap                               67         83.8      0.0293
## flip-flops by register name, indices dropped and copies added (netlist names)
| register | flops |
|---|---|
| hex_display.i | 2 |
| master.test | 8 |
| cnt | 26 |
| slave.test | 8 |
| master.my_mosi | 1 |
| slave.my_miso | 1 |
| hex_display.cnt | 13 |
## worst paths after layout
check,start,end
worst min-delay path,hex_display.cnt[0]$_SDFF_PN0_,hex_display.cnt[0]$_SDFF_PN0_
worst max-delay path,cnt[0]$_SDFF_PP0_,cnt[22]$_SDFF_PP0_
worst max register to register,cnt[0]$_SDFF_PP0_,cnt[22]$_SDFF_PP0_
worst min register to register,hex_display.cnt[0]$_SDFF_PN0_,hex_display.cnt[0]$_SDFF_PN0_
## routing by layer
layer  vias to the layer above  track usage  share of wire
li1                        997            -              -
met1                       899        0.269           0.52
met2                        20        0.278           0.45
met3                         4       0.0247          0.026
met4                         0       0.0210         0.0092
met5                         -            0              0
## per-stage QoR
| stage | setup slack, ns | cell area, um^2 | instances | util | hold slack, ns |
|---|---|---|---|---|---|
| finish | 1.31 | 2860 | 354 | 0.585 | 0.470 |
| global route | 1.16 | 2860 | 354 | 0.585 | 0.500 |
| CTS | 1.32 | 2860 | 354 | 0.585 | 0.481 |
| detailed placement | 1.36 | 2760 | 346 | 0.565 | 0.466 |
| global placement | 1.39 | 2760 | 346 | 0.565 | 0.461 |
| floorplan | 1.52 | 2610 | 279 | - | 0.437 |
## worst reg2reg max path: stages, from the launching register on
cell and delay [ns]:
dfxtp_1 0.41, ha_1 0.29, nand3_1 0.35, or4_1 0.61, a21oi_1 0.16
## where the power goes
group / internal (mW) / switching [mW] / total (mW)
registers: 0.485 / 0 / 0.485
clock network: 0.197 / 0.156 / 0.353
logic: 0 / 0.0000228 / 0.0000235
## kinds of logic (layout without fill, tap and decap cells)
family	Yosys count	count (layout)	share of synthesized area
XOR/XNOR	21	21	0.0705
flip-flops	59	59	0.453
AND-OR/OR-AND	32	32	0.0772
multiplexers	8	8	0.0369
other	1	1	0.00144
buffers and inverters	29	37	0.0470
AND/OR/NAND/NOR	114	114	0.243
adder cells (fa/ha/maj)	15	15	0.0719
## Yosys cell counts, types with 7 or more instances
cell type and n:
nand4_1 7, nor4_1 9, dfxtp_1 59, nor2_1 23
ha_1 15, nand3_1 17, xor2_1 10, inv_1 16
o31ai_1 10, xnor2_1 11, nand2_1 14, or4_1 11
clkbuf_1 9, a21oi_1 12
No activity file was given, so power comes from the tool's default toggle rates.
